### /design/flow/constraint.sdc
current_design top

set clk_period 7.5
set clk_io_pct 0.2

create_clock -name clk0 -period $clk_period [get_ports {board_clk}]

set non_clock_inputs [all_inputs -no_clocks]
set_input_delay [expr $clk_period * $clk_io_pct] -clock clk0 $non_clock_inputs
set_output_delay [expr $clk_period * $clk_io_pct] -clock clk0 [all_outputs]
### /design/flow/design.v
module clk_divideby_27 #(parameter DIV = 27) (
    input clk_in,
    input rst_n,
    output reg clk_out = 0
);
    integer cnt = 0;
    always @(posedge clk_in or negedge rst_n) begin
        if (!rst_n) begin
            cnt <= 0;
            clk_out <= 0;
        end else if (cnt == DIV/2-1) begin
            cnt <= 0;
            clk_out <= ~clk_out;
        end else begin
            cnt <= cnt + 1;
        end
    end
endmodule
module clk_divideby_100K (
    input clk_in,
    input rst_n,
    output reg clk_out = 0
);
    localparam integer div = 100000;     
    integer cnt = 0;
    always @(posedge clk_in or negedge rst_n) begin
        if (!rst_n) begin
            cnt <= 0;
            clk_out <= 0;
        end else if (cnt ==div/2-1) begin
            cnt <= 0;
            clk_out <= ~clk_out;
        end else begin
            cnt <= cnt + 1;
        end
    end
endmodule
module night_rider_fsm 
    # (parameter N = 8)
(
    input clk,
    input rst_n,
    output [N-1:0] led_out 
);
    localparam add_N = $clog2(N);
    localparam integer TEMP = N - 2;
    localparam [add_N-1:0] N_MINUS_2 = TEMP[add_N-1:0];
    localparam [1:0] LIGHT_FIRST = 2'b01,
                    LIGHT_MID = 2'b10,
                    LIGHT_LAST = 2'b11;
    reg [add_N-1:0] n;
    reg dir;
    reg [1:0] state;
    assign led_out = 1'b1<<n; 
    always @(posedge clk or negedge rst_n) begin
        if (!rst_n) begin
            state <= LIGHT_FIRST;
            n <= 0;
            dir <= 1;
        end
        else  begin
            case (state)
                LIGHT_FIRST: begin n <= n + 1; state <= LIGHT_MID; end
                LIGHT_LAST : begin n <= n - 1; state <= LIGHT_MID; end
                LIGHT_MID  : begin
                        if (dir == 1'b1) begin
                            n <= n + 1;
                            if (n == N_MINUS_2) begin dir <= 0; state <= LIGHT_LAST; end
                        end
                        else begin
                            n <= n - 1;
                            if (n == 1) begin dir <= 1; state <= LIGHT_FIRST; end
                        end
                    end
                default: begin state <= LIGHT_FIRST; n <= 0; dir <= 1; end
            endcase
        end
    end
endmodule
module sync_reset (
    input clk,       
    input async_n,   
    output reg sync_n
);
    reg meta;    
    always @(posedge clk or negedge async_n) begin
        if (!async_n) begin
            meta <= 1'b0;
            sync_n <= 1'b0;
        end else begin
            meta <= 1'b1;
            sync_n <= meta;
        end
    end
endmodule
module top 
    # (parameter N = 8)
(
    input board_clk,
    input rst_n_btn,
    output [N-1:0] led
);
    wire sys_clk;
    wire clk_10hz;
    wire rst_sync;
    clk_divideby_27 divide_to_1MHz (
        .clk_in(board_clk),
        .rst_n(rst_n_btn),
        .clk_out(sys_clk)
    );
    clk_divideby_100K divide_to_10Hz (
        .clk_in(sys_clk),
        .rst_n(rst_n_btn),
        .clk_out(clk_10hz)
    );
    sync_reset u_sync_reset (
        .clk(clk_10hz),
        .async_n(rst_n_btn),
        .sync_n(rst_sync)
    );
    night_rider_fsm #(.N(N)) u_night (
        .clk (clk_10hz),
        .rst_n(rst_sync),
        .led_out(led)
    );
endmodule
### /design/flow/run.sh
#!/bin/bash
# OpenROAD 26Q1-2900-gdf79404cd8, Yosys 0.63+post, stock flow scripts
make -C /OpenROAD-flow-scripts/flow DESIGN_CONFIG=/design/flow/config.mk WORK_HOME=/design/flow/orfs finish
### /design/flow/config.mk
export PLATFORM = sky130hd
export DESIGN_NAME = top
export DESIGN_NICKNAME = top
export VERILOG_FILES = /design/flow/design.v
export SDC_FILE = /design/flow/constraint.sdc
export NUM_CORES = 4
export LEC_CHECK = 1
export CORE_UTILIZATION = 40
==> summary.txt <==
flow finished, numbers: status finished, final reports clean, register pins left without a clock 42, delay-heaviest family, CP buffers and inverters, Top cell area share 0.518, final hold violations 0, Worst Path Max Fanout 55, postcts setup bufs 0, Tot Pwr 331 uW, CTS resizes 0, Clock power frac 0.440, final setup violation count 0, Longest Clk Path Bufs 2, DRT antenna net count 0, Dominant flop cell dfrtp_1, synthesized area 0.00352 mm2, GRT Total Usage 0.149, first-pass GRT wire length 10500 um, Die ar. 0.00919 mm2, FF-to-FF setup slack 5.47 ns, asr flop ratio synth 1.00, Final Cycle Share 0.277, Logic pwr share 0.022, Net Sw Frac 0.210, # hold bufs at CTS 0, tool warnings 31, worst-margin pin slew 0.925 ns, synth warn 4, routed len/inst 13.2 um, vias in the first global route 2156, post-route setup slack 5.42 ns, min Tclk post-route 2.08 ns, Synth Area per Inst 10.8 um2, largest net degree at the start of global routing 56, RSZ-0062 raised after global routing no, Max Clock Skew 0.00554 ns, crit end category asynchronous set/reset pin, Post-synth EDFFs 0, Synth area leaders dfrtp_1, xnor2_1, xor2_1, min-delay src divide_to_1MHz.clk_out, critical path data arrival time 2.43 ns, I/O Pins 10, crit start category input port, CP Class in -> async, H-tree depth 2, Peak VDD IR 81.8 uV, yosys cell count 326, port buffer count 9, Post-Syn Instances 326, die width 95.9 um, Clock Tree Root clkbuf_8, Pleak 1.72 nW, Filler cells 786, crit path DRT 7.85 ns, Sequential Power Share 0.538, Reg area 0.00188 mm2, row cnt 33, grt total ovfl 0, Worst path max stage delay 0.61 ns, slowest CP cell buf_4, die span in y 95.9 um, Latency at later pin 0.28 ns, Via Count 2287, DRC 0, CTS clk-pin slew, worst paths 0.07 ns, antenna cell count 0, Gate Area 0.00157 mm2, share of post-route cells with drive strength above 1 0.0501, Core ar. 0.00838 mm2, CP Launch Point rst_n_btn, r2r startpoint divide_to_1MHz.cnt[4], Initial DRT Pass Iterations 4, cts bufs inserted 5, drt total wl 5840 um, endpoints left unconstrained 49, Floorplan Utilization 0.420, Slew Viols, Final 0, WP depth 2, Final TNS setup 0 ns, critical path buffer and inverter count 2, Area Overhead vs Synth 8.88%, #FFs+latches synth 75, sw power 69.4 uW, DP HPWL 4210 um, setup slack at placement 5.03 ns, Peak Freq 481 MHz, initial antenna violation count 0, global placement routability congestion 0.798, Post-synth seq share 0.533, Hold Path Stages 1, max-capacitance violation count 0, internal power 261 uW, Chip Area, Yosys 0.00352 mm2, vias per inst 5.15, critical path, cell by cell buf_2, buf_4, Reg2Reg Depth 4, Power Density 86.2 mW/mm2, Cell Type Count 32, Max-slew headroom 0.378, CTS tree yes, leading area contributor after synthesis dfrtp_1, Hold Path Class reg -> reg, initial drt markers 115
sequential cells by signal, indices dropped and copies added, names as in the netlist:
signal	cells
divide_to_1MHz.cnt	32
u_night.n	3
u_sync_reset.sync_n	1
u_night.state	3
divide_to_10Hz.cnt	32
divide_to_10Hz.clk_out	1
u_night.dir	1
divide_to_1MHz.clk_out	1
u_sync_reset.meta	1
logic make-up after synthesis:
family,after synthesis,synth area share
DFF,75,0.533
xor gates and xnor gates,62,0.154
buffers and inverters,19,0.0206
other,1,0.00106
AOI/OAI and AO/OA,11,0.0174
and+or+nand+nor,148,0.238
adders and majority gates,10,0.0355
worst paths after layout:
path                                          end
setup / recovery           divide_to_1MHz.cnt[18]
hold / removal             divide_to_1MHz.clk_out
setup reg to reg           divide_to_1MHz.cnt[23]
hold reg to reg            divide_to_1MHz.clk_out
max in group clk0          divide_to_1MHz.cnt[23]
min in group asynchronous  divide_to_1MHz.cnt[27]
synth_stat cells (3+ instances only):
library cell,n
o21ai_0,3
nand4_1,24
ha_1,10
xnor2_1,38
nor4_1,16
and3_1,8
clkbuf_1,5
inv_1,12
and4_1,8
nor2_1,18
xor2_1,24
nor3_1,14
a21oi_1,6
dfrtp_1,73
and2_1,4
nand3_1,23
nand2_1,18
nor2b_1,5
stage by stage:
step | util | hold WS [ns] | std cells | cell area, um2
6_report | 0.458 | 0.470 | 444 | 3840
5_1_grt | 0.458 | 0.493 | 444 | 3840
4_1_cts | 0.458 | 0.472 | 444 | 3840
3_5_place_dp | 0.446 | 0.459 | 436 | 3730
3_3_place_gp | 0.446 | 0.457 | 436 | 3730
2_1_floorplan | - | 0.447 | 326 | 3520
cell type report:
type                       count  area share
tap                          105      0.0342
clock buffer                   7      0.0251
timing repair buffer          12      0.0280
inverter                      12      0.0117
sequential                    75       0.490
multi-input combinational    232       0.410
clock inverter                 1     0.00130
cells in the final DEF, fill, tap and decap left out, types with 5 or more instances in the layout:
master	n
xnor2_1	38
and4_1	8
nor3_1	14
xor2_1	24
nor2b_1	5
a21oi_1	6
inv_1	12
ha_1	10
nand4_1	24
dfrtp_1	73
nor4_1	16
nand3_1	23
nand2_1	18
clkbuf_8	7
and3_1	8
clkdlybuf4s50_1	8
nor2_1	18
worst register-to-register path, stage by stage, from the launching register on:
cell and delay, ns:
dfrtp_1 0.46, nand4_1 0.22, nor4_1 0.85, nand4_1 0.22
xnor2_1 0.17
metal layers:
layer / up-vias / track usage / part of all wire
met4: 0 / 0.00498 / 0
met3: 0 / 0.0225 / 0.033
li1: 1165 / - / -
met1: 1089 / 0.288 / 0.59
met5: - / 0 / 0
met2: 33 / 0.191 / 0.38
power groups by stage:
stage / Clock, mW / Combinational [mW] / Sequential [mW]
finish: 0.145 / 0.00735 / 0.178
global route: 0.156 / 0.00921 / 0.178
CTS: 0.150 / 0.00826 / 0.178
Power and IR drop assume default switching activity.
